==> flow/design.v <==
module handshakeType4(
    input wire clk,
    input wire reset_n,
    input wire valid_pre_i,
    input wire ready_post_i,
    input wire [7:0] data_i,
    output wire valid_post_o,
    output wire ready_pre_o,
    output wire [7:0] data_o
);
reg valid_buf;
reg [7:0] data_buf;
wire valid_post_m;
wire [7:0] data_m;
reg valid_o_r;
reg [7:0] data_o_r;
always @ (posedge clk or negedge reset_n) begin
    if(!reset_n) begin
        valid_buf <= 1'b0;
        data_buf <= 8'b0;
    end else if (ready_post_m) begin
        valid_buf <= 1'b0;
    end else if(!ready_post_m & ready_pre_o) begin
        valid_buf <= valid_pre_i;
        data_buf  <= data_i;
    end 
end
assign ready_pre_o  = !valid_buf;
assign valid_post_m = valid_buf ? valid_buf : valid_pre_i;
assign data_m       = valid_buf ? data_buf  : data_i;
always @ (posedge clk or negedge reset_n) begin
    if(!reset_n) begin
        data_o_r  <= 8'b0;
        valid_o_r <= 1'b0;
    end else if(ready_post_m) begin
        data_o_r  <= data_m;
        valid_o_r <= valid_post_m; 
    end
end
assign ready_post_m = ready_post_i || !valid_o_r;
assign valid_post_o = valid_o_r;
assign data_o = data_o_r;
endmodule
==> flow/run.sh <==
#!/bin/bash
# OpenROAD 26Q1-2900-gdf79404cd8, Yosys 0.63+post, stock flow scripts
make -C /OpenROAD-flow-scripts/flow DESIGN_CONFIG=/design/flow/config.mk WORK_HOME=/design/flow/orfs finish
==> flow/config.mk <==
export PLATFORM = sky130hd
export DESIGN_NAME = handshakeType4
export DESIGN_NICKNAME = handshakeType4
export VERILOG_FILES = /design/flow/design.v
export SDC_FILE = /design/flow/constraint.sdc
export NUM_CORES = 4
export LEC_CHECK = 1
export CORE_AREA = 10 10 85 85
export DIE_AREA = 0 0 95 95
==> flow/constraint.sdc <==
current_design handshakeType4

set clk_period 2.7
set clk_io_pct 0.2

create_clock -name clk0 -period $clk_period [get_ports {clk}]

set non_clock_inputs [all_inputs -no_clocks]
set_input_delay [expr $clk_period * $clk_io_pct] -clock clk0 $non_clock_inputs
set_output_delay [expr $clk_period * $clk_io_pct] -clock clk0 [all_outputs]
==> job_summary.md <==
## PnR job results

| Metric | Value |
|---|---|
| Family of cells with the greatest summed delay on the critical path | flip-flops |
| Synthesized registers | 18 |
| Hold buffer count at CTS | 0 |
| Kind of start point of the critical path | flop |
| Avg Synthesized Cell Area | 16.8 um2 |
| Share of the synthesized netlist area taken by xor and xnor gates | 0% |
| Run status | finished, final reports clean |
| First-pass GRT wire length | 2680 um |
| Layout cells sized above 1 | 39.7% |
| Total Routing Usage GR | 3.92% |
| Type of element capturing the critical path | output pin |
| Adder-cell area share of the yosys netlist | 0% |
| R2R Setup Slk | 1040 ps |
| Worst path cell trace | inv_1 > clkdlybuf4s50_1 |
| Max transition margin | 47.7% |
| Buffers from clock root to sink, at most | 2 |
| # DRC | 0 |
| Post-Place Cell Area | 0.00112 mm2 |
| Detailed router's first-iteration violation count | 3 |
| Slew of the pin with the lowest slew margin | 782 ps |
| Final number of max-transition violations | 0 |
| Classification of the worst-slack hold path | flop to flop |
| Ys cells | 50 |
| Clock latency at the later pin of the worst-skew pair | 250 ps |
| Worst IR drop on VDD | 0.000199 V |
| Critical R2R Launch | valid_buf |
| Number of levels in the clock H-tree | 1 |
| Static leakage power | 0.000498 uW |
| Overall power consumption | 731 uW |
| I/O Pins | 22 |
| Most common library cell in the layout ignoring fill and taps | clkdlybuf4s50_1 |
| Post-CTS Setup Bufs | 0 |
| Placer's final routability congestion estimate | 0.735 |
| Maximum number of pins on one net before global-route repair | 19 |
| Instance count on the critical path | 2 |
| Number of search-and-repair iterations in the first detailed-routing pass | 3 |
| Routed length per placed instance | 11.5 um |
| Max-cap viol count | 0 |
| Count of input and output buffers | 21 |
| Clock tree from TritonCTS | yes |
| Worst path required time | 2160 ps |
| Critical path destination | ready_pre_o |
| Number of distinct library cells after synthesis | 10 |
| Via count of the first global-routing pass | 506 |
| Post-synth seq share | 53.7% |
| Final count of negative-setup-slack endpoints | 0 |
| AND-OR/OR-AND share of the synthesized area | 0% |
| Core box area | 0.00547 mm2 |
| Summed instance area of the synthesized netlist | 840 um2 |
| Root buffer cell | clkbuf_8 |
| Count of warning messages emitted by the tools | 25 |
| Number of antenna violations at the first check in global routing | 0 |
| Largest fanout of any net on the critical path | 11 |
| Unrepaired setup endpoints after global routing | no |
| Floorplan-stage core utilization | 15.3% |
| Number of warnings printed during yosys synthesis | 2 |
| Tmin final | 2050 ps |
| Final hold vios | 0 |
| Worst slack on hold paths | 505 ps |
| Die X | 95 um |
| Total grt overflow | 0 |
| Antenna Cells | 0 |
| Smallest setup slack after layout | 649 ps |
| Peak Freq | 487 MHz |
| Worst reg-to-reg path cell count | 2 |
| DP Worst Slack | 641 ps |
| Die outline area | 0.00903 mm2 |
| Reg2reg end | data_buf[7] |
| Type of the worst setup path | flop to output pin |
| Area Overhead vs Synth | 40.1% |
| Number of placement rows | 27 |
| Count of mapped cells out of synthesis | 50 |
| WP data arrival | 1510 ps |
| Total routed wirelength | 1670 um |
| Vias per Instance | 3.16 |
| Clock buffer count from CTS | 3 |
| Mux share of post-synthesis cell area | 39.3% |
| Vert. Die Dim | 95 um |
| CP Buf/Inv Count | 2 |
| Final cycle utilization of the critical path | 76.0% |
| Post-cts repair resize count | 0 |
| Ratio of total power to cell area | 621 mW/mm2 |
| Crit-path max cell delay | 740 ps |
| Number of clock sinks seen by CTS | 18 |
| Most frequently placed logic cells in the final layout | clkdlybuf4s50_1, dfrtp_1, mux2_4, mux2_2, clkbuf_8 |
| Launching instance or port of the critical path | valid_buf |
| Largest non-sequential cell family by area | multiplexers |
| Total number of vias | 458 |
| Antenna-violating nets left | 0 |
| Chip area from the yosys synthesis statistics | 840 um2 |
| Worst-path cell with the longest stage delay | dfrtp_1 |
| Total negative slack | 0 ps |
| Setup skew after layout | 2.31 ps |
| Share of synthesized cell area in and, or, nand and nor gates | 4.32% |
| Clock transition at the register clock pins on the worst setup and hold paths after CTS | 60 ps |
| Cell area after layout | 0.00118 mm2 |
[power breakdown]
part	switching, uW	leakage [uW]	internal (uW)	total, uW
sequential	30.6	0.000211	317	348
combinational	39.0	0.000258	130	169
clock	84.9	0.0000288	129	214
[cell usage after synthesis, drive strengths merged]
cell type  number  area, um2
nand2           1       3.75
dfrtp          18        450
nor3b           1       18.8
inv             1       3.75
mux2           24        330
buf             2       18.8
nor2            2       7.51
nand2b          1       6.26
[worst reg2reg max path, delay by kind of cell (launching register included)]
| kind | cells | cell delay [ps] |
|---|---|---|
| flops | 1 | 610 |
| mux | 1 | 390 |
| simple gates | 1 | 550 |
[final cells by class]
class                   instances  area, um2
fillers                       588       4300
well taps                      72       90.1
clock buffers                   4       55.1
inverters                       1       3.75
flip-flops and latches         18        450
multi-input cells              29        367
repair buffers                 21        210
[logic make-up after synthesis]
family / Yosys count
buffers and inverters: 3
DFF: 18
muxes: 24
and+or+nand+nor: 5
[sequential cells by signal (all words and copies together), names as in the netlist]
signal	flops
valid_buf	1
data_o_r	8
data_buf	8
valid_o_r	1
[worst min-delay path by stage]
| stage | startpoint | end | slack [ps] | depth (start not counted) |
|---|---|---|---|---|
| 4_1_cts | data_buf[6] | data_buf[6] | 510 | 1 |
| 5_1_grt | data_buf[3] | data_buf[3] | 530 | 1 |
| 6_report | data_buf[6] | data_buf[6] | 500 | 1 |
[metal layers]
metal | track usage (%) | share of wire [%]
met1 | 4.67 | 41
met2 | 6.18 | 46
met3 | 2.56 | 13
met4 | 0.125 | 0
met5 | 0 | 0
[per-stage QoR]
| stage | util (%) | cells |
|---|---|---|
| 2_1_floorplan | - | 50 |
| 3_3_place_gp | 20.5 | 141 |
| 3_5_place_dp | 20.5 | 141 |
| 4_1_cts | 21.5 | 145 |
| 5_1_grt | 21.5 | 145 |
| 6_report | 21.5 | 145 |
Power and IR drop assume default switching activity.
