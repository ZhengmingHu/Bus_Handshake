===== flow/constraint.sdc =====
current_design handshakeType5

set clk_period 4.3
set clk_io_pct 0.2

create_clock -name clk0 -period $clk_period [get_ports {clk}]

set non_clock_inputs [all_inputs -no_clocks]
set_input_delay [expr $clk_period * $clk_io_pct] -clock clk0 $non_clock_inputs
set_output_delay [expr $clk_period * $clk_io_pct] -clock clk0 [all_outputs]

===== flow/config.mk =====
export PLATFORM = sky130hd
export DESIGN_NAME = handshakeType5
export DESIGN_NICKNAME = handshakeType5
export VERILOG_FILES = /design/flow/design.v
export SDC_FILE = /design/flow/constraint.sdc
export NUM_CORES = 4
export LEC_CHECK = 1
export CORE_AREA = 10 10 89 89
export DIE_AREA = 0 0 99 99

===== flow/design.v =====
module handshakeType5(
    input wire clk,
    input wire reset_n,
    input wire valid_pre_i,
    input wire ready_post_i,
    input wire [7:0] data_i,
    output wire valid_post_o,
    output wire ready_pre_o,
    output wire [7:0] data_o
);
reg valid_o_r;
reg ready_pre_o_r;
reg [7:0] data_o_r;
wire      rd_addr;
wire      wr_addr;
reg [1:0] read_pointer;
reg [1:0] write_pointer;
reg [7:0] fifo_mem [1:0];
wire      fifo_full;
wire      fifo_empty;
assign rd_addr = read_pointer[0];
assign wr_addr = write_pointer[0];
always @ (posedge clk or negedge reset_n) begin
    if(!reset_n) begin
        read_pointer <= 2'b0;
    end else if (ready_post_i & (~fifo_empty)) begin
        read_pointer <= read_pointer + 1;
        data_o_r     <= fifo_mem[rd_addr];
    end
end
always @ (posedge clk or negedge reset_n) begin
    if(!reset_n) begin
        write_pointer <= 2'b0;
    end else if (valid_pre_i & (~fifo_full)) begin
        write_pointer <= write_pointer + 1;
        fifo_mem[wr_addr] <= data_i;
    end
end
assign fifo_empty = (write_pointer == read_pointer);
assign fifo_full  = (read_pointer[1] != write_pointer[1]) & (rd_addr == wr_addr);
assign data_o  = data_o_r;
assign valid_post_o = ~fifo_empty;
assign ready_pre_o = ~fifo_full;
endmodule

===== flow/run.sh =====
#!/bin/bash
# OpenROAD 26Q1-2900-gdf79404cd8, Yosys 0.63+post, stock flow scripts
make -C /OpenROAD-flow-scripts/flow DESIGN_CONFIG=/design/flow/config.mk WORK_HOME=/design/flow/orfs finish

==> datasheet_impl.txt <==
Physical design parameters

Parameter                              Value

Status
  Run status    finished, final reports clean

Placed design
  Total half-perimeter wirelength after legalization and detailed placement    approximately 1.4 mm
  DP Worst Slack    between 1500 and 2000 ps
  DP Area    ~1400 sq um
  RePlAce Congestion    0.7044
  I/O Buffers    21
  Placed insts    approximately 160

Setup path
  CP peak stage delay    about 730 ps
  Category of the critical setup timing path    flip-flop to output pin
  Data required time of the critical path    roughly 3400 ps
  Worst Path Max Fanout    16
  Cell family with the largest share of critical-path delay    flip-flops
  Signal arrival time at the worst endpoint    1740 ps
  Number of buffer and inverter instances along the worst setup path    1
  Sort of element at the start of the critical path    flip-flop
  Critical path endpoint category    output pin
  List of cells traversed by the critical path    xnor2_1 -> nand2_1 -> clkdlybuf4s50_1
  CP max stage cell    dfrtp_1

CTS
  Clock buffers created by TritonCTS    3
  Hold buffer count at cts    0
  TritonCTS clock tree    yes
  Insertion delay to the later sink of the worst-skew pair    270 ps
  Post-CTS setup buffer count    0
  Clock net sink count    28
  Number of H-tree levels    1
  Root Buffer Master    clkbuf_8
  Number of resized instances in the post-cts repair step    0
  Clock-pin slew reported for the worst setup and hold paths after clock tree synthesis    roughly 80 ps
  Number of buffers on the longest clock path    2

Logic synthesis
  Cell count in the Yosys report    61
  Mean instance size in the synthesized netlist    ~18 sq um
  Mapped Cells    approximately 61
  Post-synth top area share    about two thirds
  Cell area after technology mapping    1074 sq um
  Dominant register cell in the synthesized netlist    edfxtp_1
  Async SR Flop Fraction    14.29%
  Cell Type Count    16
  Fraction of the yosys area taken by sequential cells    between 70% and 80%
  Main area contributors after synthesis    edfxtp_1 67%, dfrtp_1 9.3%, mux2_2 8.4%
  Synthesis-stage register bit count    28
  Flip-flops with a built-in enable    24
  Area reported by Yosys stat    ~1100 sq um
  Synth warnings    2
  Cell type with the highest aggregate area in the netlist    edfxtp_1

Finish
  Post-synthesis to final-layout area growth    34.03%
  Fraction of layout instances using a drive strength above 1    15.48%
  Post-layout instance area    between 1000 and 1500 sq um
  Filler-free cell count of the finished design    159
  Dominant logic cell type in the layout    edfxtp_1
  Top logic cells by instance count in the layout    24 x edfxtp_1, 21 x clkdlybuf4s50_1, 8 x mux2_2, 5 x nand2_1, 4 x dfrtp_1

Timing
  Highest attainable clock frequency    approximately 380 MHz
  Least setup slack across all paths after layout    ~1700 ps
  Hold violation count in the final report    0
  Number of pins with negative max-slew slack in the final report    0
  Setup Viol. Count Final    0
  Relative slew margins    between 50% and 60%
  Slew at the pin closest to its max-slew limit    approximately 730 ps
  Total Negative Setup Slacks    0 ps
  Setup repair after global routing missed its margin    false
  Final worst-path cycle share    around three fifths
  Final min period    between 2000 and 3000 ps
  Setup skew after layout    between 1 and 1.5 ps

Min path
  Class of the tightest hold or removal check    flip-flop to flip-flop

Job
  OpenROAD warning count    25
  Max-cap viol count    0

Floorplan
  Area inside the core boundary    5991 sq um
  Die Span X    approximately 100 microns
  Floorplan row count    28
  Fp util    between 10% and 20%
  I/O pins    22
  Die area    9801 sq um
  Height of the die    99 microns

Pwr
  Relative contribution of the clock network to total power    a little under a quarter
  Pwr per Cell Area    approximately 600 nW/um^2
  Leakage power    between 0.4 and 0.5 nW
  Fraction of power spent switching nets    approximately 25%
  Total net switching power    between 0.2 and 0.25 mW
  Design internal power    between 0.6 and 0.7 mW
  IR drop worst, VDD    between 150 and 200 uV
  Seq pwr share    about half
  Fraction of power consumed by combinational cells    27.7%
  Total design power    approximately 0.86 mW

Detailed routing
  Antenna viol nets, final    0
  Vias per cell    3.484
  Vias    approximately 550
  Number of design rule violations left after detail routing    0
  N_diodes    0
  Number of iterations in the first detailed-routing pass    3
  DR WL/cell    around 11 microns
  Post-Route WL    1.796 mm
  Number of violations reported at the end of detailed-routing iteration 0    32

Global routing
  Global-route wire length before repair    a little under 3 mm
  Global-route total usage across every layer    roughly 3.7%
  Initial antenna violation count    0
  Vias in the first global route    596
  Largest net degree at the start of global routing    17
  Total congestion overflow after global routing    0
[per-layer routing]
layer  GRT usage, %  share of wire (%)
met1          3.677                 34
met2          6.764                 54
met3          1.903                 10
met4         0.6615                1.2
met5              0                  0
[Yosys cell counts, drive strengths merged (2+ instances only)]
| master | n |
|---|---|
| edfxtp | 24 |
| mux2 | 9 |
| nand2 | 5 |
| dfrtp | 4 |
| inv | 3 |
| mux2i | 3 |
| a21oi | 2 |
| buf | 2 |
| o21ai | 2 |
| xnor2 | 2 |
[worst register-to-register path, cell delays in order (launching register included)]
cell and delay [ps]:
dfrtp_1 730, xnor2_1 160, nand2_1 120, and3_1 400
[cells by family (layout without fill, tap and decap cells)]
| logic type | Yosys count | in the layout | share of synthesized area (%) |
|---|---|---|---|
| AOI/OAI and AO/OA | 6 | 6 | 3.730 |
| xor gates and xnor gates | 3 | 3 | 2.448 |
| buffers and inverters | 5 | 28 | 1.981 |
| DFF | 28 | 28 | 76.46 |
| and+or+nand+nor | 7 | 7 | 2.797 |
| muxes | 12 | 12 | 12.59 |
[power by group through the flow]
stage | sequential, mW | combinational [mW] | clock, mW
final | 0.423 | 0.238 | 0.197
after global routing | 0.436 | 0.269 | 0.213
after CTS | 0.424 | 0.245 | 0.201
[state kept, by name, summed over array words and instances, names as in the netlist]
signal         flops
data_o_r           8
read_pointer       2
fifo_mem          16
write_pointer      2
[layout make-up]
class	instances	area, sq um
Multi-Input combinational cell	28	231.5
Clock buffer	3	41.29
Inverter	3	11.26
Timing Repair Buffer	21	210.2
Tap cell	75	93.84
Sequential cell	28	820.8
Fill cell	601	4552
Clock inverter	1	30.03
[through the flow]
step | hold slack (ps) | utilization [%]
after floorplan | 523.1 | -
after global placement | 534.1 | 22.83
after detailed placement | 532.5 | 22.83
after CTS | 557.6 | 24.02
after global routing | 577.3 | 24.02
final | 553.3 | 24.02
[path summary, 6_finish.rpt]
path / from / end / slack, ps / cells after the start
worst max register to register: read_pointer[0]$_DFFE_PN0P_ / data_o_r[5]$_DFFE_PP_ / 2560 / 3
worst min register to register: fifo_mem[0][1]$_DFFE_PP_ / data_o_r[1]$_DFFE_PP_ / 550 / 1
max in group asynchronous: reset_n / read_pointer[0]$_DFFE_PN0P_ / 3270 / 1
worst min-delay path: fifo_mem[0][1]$_DFFE_PP_ / data_o_r[1]$_DFFE_PP_ / 550 / 1
worst max-delay path: read_pointer[0]$_DFFE_PN0P_ / valid_post_o / 1700 / 3
min in group asynchronous: reset_n / write_pointer[0]$_DFFE_PN0P_ / 820 / 1
No activity file was given, so power comes from the tool's default toggle rates.
