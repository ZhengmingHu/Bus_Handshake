--- /design/flow/design.v ---
module sender(
    input wire  clk,
    input wire  reset_n,
    input wire  random_valid,
    input wire  ready_i,
    output wire valid_o,
    output wire [7:0] data_o
);
reg valid_o_r;
reg [7:0] cnt;
always @ (posedge clk or negedge reset_n) begin
    if (!reset_n) begin
        cnt <= 'b1;
    end else if (valid_o & ready_i) begin
        cnt <= cnt + 1;
    end
end
always @ (posedge clk or negedge reset_n) begin
    if(!reset_n) begin
        valid_o_r <= 1'b0;
    end else begin
        valid_o_r <= random_valid;
    end
end
assign valid_o = valid_o_r;
assign data_o = cnt;
endmodule
--- /design/flow/run.sh ---
#!/bin/bash
# OpenROAD 26Q1-2900-gdf79404cd8, Yosys 0.63+post, stock flow scripts
make -C /OpenROAD-flow-scripts/flow DESIGN_CONFIG=/design/flow/config.mk WORK_HOME=/design/flow/orfs finish
--- /design/flow/config.mk ---
export PLATFORM = sky130hd
export DESIGN_NAME = sender
export DESIGN_NICKNAME = sender
export VERILOG_FILES = /design/flow/design.v
export SDC_FILE = /design/flow/constraint.sdc
export NUM_CORES = 4
export LEC_CHECK = 1
export CORE_AREA = 10 10 70 70
export DIE_AREA = 0 0 80 80
--- /design/flow/constraint.sdc ---
current_design sender

set clk_period 2.1
set clk_io_pct 0.2

create_clock -name clk0 -period $clk_period [get_ports {clk}]

set non_clock_inputs [all_inputs -no_clocks]
set_input_delay [expr $clk_period * $clk_io_pct] -clock clk0 $non_clock_inputs
set_output_delay [expr $clk_period * $clk_io_pct] -clock clk0 [all_outputs]
==> datasheet_impl.txt <==
Implementation parameters

Parameter                              Value

Clocking
  Count of cells resized by post-cts repair .................. 0
  Setup bufs post-CTS .................. 0
  CTS tree .................. built
  Root Buffer Master .................. sky130_fd_sc_hd__clkbuf_4
  H-tree depth reported by CTS .................. 1
  Count of hold-fix buffers inserted at cts .................. 0
  Maximum buffer depth of the clock tree .................. 2
  Number of clock sinks seen by CTS .................. 9
  Insertion delay of the later-clocked pin in the worst-skew pair .................. 0.26 ns
  CTS Buf Count .................. 3
  Clock slew seen by the registers of the worst setup and hold paths .................. 0.06 ns

Power and ir drop
  Leakage power .................. about 0.24 nW
  Proportion of power drawn by combinational gates .................. 0.306
  Sequential power share .................. 0.477
  Power density cells .................. about 1100 mW/mm²
  Internal power consumption .................. 454.4 µW
  Maximum vdd ir drop .................. 418.8 µV
  Part of the power in the clock network .................. 0.217
  Share of total power consumed by net switching .................. 0.2840
  Switching power .................. 180.2 µW

Global routing
  Sum of overflow across all layers after global routing .................. 0
  Overall fraction of global-route tracks in use .................. 0.02707
  Number of global-route vias before repair .................. ~260
  Global-route wire length before repair .................. around 1300 µm
  Number of antenna violations at the first check in global routing .................. 0
  Largest net degree at the start of global routing .................. 10

Yosys
  Cells taking the most area after synthesis .................. sky130_fd_sc_hd__dfrtp_1 52%, sky130_fd_sc_hd__xnor2_1 11%, sky130_fd_sc_hd__dfstp_2 6.8%
  Synthesis warning total .................. 1
  Dominant kind of combinational cell .................. simple AND/OR/NAND/NOR gates
  Largest area contributor in the netlist .................. sky130_fd_sc_hd__dfrtp_1
  FF+latch count, synth .................. 9
  Chip area estimate from yosys synthesis .................. 384.1 µm²
  Aoi share .................. 0
  Mux contribution to synthesized area .................. 0.02932
  Mean post-synth cell area .................. about 13 µm²
  Portion of the post-synthesis area used by sequential elements .................. 0.5896
  Number of instances in the synthesized netlist .................. 29
  Xor/xnor share of the synthesized area .................. 0.1596
  Cell area after synthesis .................. 384.1 µm²
  Adder-Cell Fraction of Synth Area .................. 0.03257
  Area share of the largest cell type after synthesis .................. 0.5212
  Number of different library cells in the post-synthesis netlist .................. 13
  Simple-Gate Fraction of Synth Area .................. 0.1889
  Yosys Instances .................. 29

Die
  Die Footprint .................. 0.006400 mm²
  Standard-cell rows .................. 21
  Number of placed I/O pins .................. 13
  Effective utilization at floorplan .................. 0.1125
  Standard cell core area .................. 0.003416 mm²
  Chip width .................. around 80 µm
  Vert. Die Dim .................. around 80 µm

STA
  Transition at the pin with the smallest max-transition slack .................. 0.4217 ns
  Cycle use final .................. 0.8238
  Final min period .................. ~1.7 ns
  Skew final .................. 0.003382 ns
  Post-route setup TNS .................. 0 ns
  Max Fclk .................. between 500 and 600 MHz
  Worst-case hold slack .................. 0.4543 ns
  Slew margin rel. .................. 0.7180
  Final-report hold violation count .................. 0
  RSZ-0062 raised after global routing .................. no
  Final setup violation count .................. 0
  Final slew viol count .................. 0

Routing
  Routed length per instance .................. 9.516 µm
  Via count .................. 256
  1st-pass router iterations .................. 2
  Starting DRT DRC Count .................. 17
  Uppermost layer routed .................. met4
  Metal1 wirelength .................. 445 µm
  Detail Route met2 WL .................. around 240 µm
  Vias per cell .................. 2.813
  Detail Route Antenna Nets .................. 0
  Aggregate routed wire length .................. 866 µm
  Antenna cells .................. 0
  Routed length on met3 .................. between 150 and 200 µm
  DRC .................. 0

Critical path
  Critical Path End Type .................. output port
  Critical path cell sequence .................. clkdlybuf4s50_1
  Critical path start-end classification .................. reg2out
  Critical path startpoint category .................. register
  Crit-path slowest cell .................. sky130_fd_sc_hd__dfstp_2
  Data required time at the worst endpoint .................. 1.68 ns
  Max stage delay on crit path .................. ~0.57 ns
  Bufs and invs on worst path .................. 1
  Signal arrival time at the worst endpoint .................. 1.31 ns
  Cell type group with the largest total delay on the critical path .................. flip-flops
  CP Max Fanout .................. 4

Job
  Max-capacitance violation count .................. 0
  OpenROAD warnings .................. 25

Placement
  Number of I/O port buffers .................. 12
  GPL Wtd Cong .................. slightly below 0.8

Run status
  Run status .................. complete, no violations

Min path
  Type of the tightest min-delay check .................. in2async

Layout
  Fraction of layout cells with a size suffix above 1 .................. 0.2000
  Area growth from synthesis to layout .................. 53.09%
==> registers in the layout, indices dropped and copies added (netlist names) <==
register and count:
cnt 8, valid_o_r 1
==> cell usage after synthesis (all sizes together) <==
library cell / count
ha: 1
nor2: 1
and3: 1
xor2: 2
mux2: 1
nor3: 1
dfstp: 1
dfrtp: 8
nand3: 1
xnor2: 5
nand2: 5
nand4: 1
and4: 1
==> metrics by stage <==
stage	utilization	setup slack [ns]	instances	area (µm²)	total power, mW
floorplan	-	0.9463	29	384.1	0.3634
CTS	0.1722	0.3531	91	588.1	0.6469
global route	0.1722	0.3261	91	588.1	0.6846
detailed placement	0.1645	0.5504	87	561.8	0.5064
global placement	0.1645	0.5788	87	561.8	0.5049
finish	0.1722	0.3700	91	588.1	0.6346
==> power groups by stage <==
stage	Combinational, mW	Clock [mW]	Sequential (mW)
final	0.194	0.137	0.303
after global routing	0.222	0.148	0.314
after CTS	0.202	0.141	0.304
==> area by class of cell <==
type / count / area, µm²
Sequential cell: 9 / 226.5
Tap cell: 46 / 57.56
Fill cell: 384 / 2828
Timing Repair Buffer: 12 / 120.1
Multi-Input combinational cell: 20 / 157.7
Clock buffer: 4 / 26.28
==> path summary, 6_finish.rpt <==
path / slack (ns) / endpoint / cells after the start / startpoint
worst min register to register: 0.49 / cnt[7] / 1 / cnt[7]
worst max-delay path: 0.37 / data_o[0] / 1 / cnt[0]
max in group asynchronous: 1.32 / cnt[0] / 1 / reset_n
min in group clk0: 0.49 / cnt[7] / 1 / cnt[7]
worst max register to register: 0.86 / cnt[6] / 4 / cnt[0]
worst min-delay path: 0.45 / cnt[4] / 1 / reset_n
==> routing by layer <==
metal / vias to the layer above / track usage
li1: 130 / -
met1: 110 / 0.03739
met2: 14 / 0.02408
met3: 2 / 0.03182
met4: 0 / 0.005282
met5: - / 0
==> cells in the final DEF, fill, tap and decap left out <==
cell type | Yosys | layout
sky130_fd_sc_hd__clkbuf_4 | 0 | 3
sky130_fd_sc_hd__nor2_1 | 1 | 1
sky130_fd_sc_hd__dfstp_2 | 1 | 1
sky130_fd_sc_hd__mux2_2 | 1 | 1
sky130_fd_sc_hd__dfrtp_1 | 8 | 8
sky130_fd_sc_hd__nor3_2 | 1 | 1
sky130_fd_sc_hd__nand2_1 | 5 | 5
sky130_fd_sc_hd__nand3_2 | 1 | 1
sky130_fd_sc_hd__and3_1 | 1 | 1
sky130_fd_sc_hd__xor2_1 | 2 | 2
sky130_fd_sc_hd__xnor2_1 | 5 | 5
sky130_fd_sc_hd__clkbuf_1 | 0 | 1
sky130_fd_sc_hd__clkdlybuf4s50_1 | 0 | 12
sky130_fd_sc_hd__nand4_2 | 1 | 1
sky130_fd_sc_hd__ha_1 | 1 | 1
sky130_fd_sc_hd__and4_4 | 1 | 1
==> logic make-up (layout without fill, tap and decap cells) <==
family        count (synthesis)  after routing
simple gates                 11             11
flops                         9              9
xor+xnor                      7              7
fa+ha+maj                     1              1
mux                           1              1
buf+inv                       0             16
No activity file was given, so power comes from the tool's default toggle rates.
